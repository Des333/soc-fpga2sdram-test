`./run.sh`:
```
#!/bin/bash
# OpenROAD 26Q1-2900-gdf79404cd8, Yosys 0.63+post, stock flow scripts
make -C /OpenROAD-flow-scripts/flow DESIGN_CONFIG=/design/flow/config.mk WORK_HOME=/design/flow/orfs finish
```
`./config.mk`:
```
export PLATFORM = sky130hd
export DESIGN_NAME = avalon_width_adapter
export DESIGN_NICKNAME = avalon_width_adapter
export VERILOG_FILES = /design/flow/design.v
export SDC_FILE = /design/flow/constraint.sdc
export NUM_CORES = 4
export LEC_CHECK = 1
export CORE_UTILIZATION = 30
export SYNTH_HDL_FRONTEND = slang
```
`./constraint.sdc`:
```
current_design avalon_width_adapter

set clk_period 18.5
set clk_io_pct 0.2

create_clock -name clk0 -period $clk_period [get_ports {clk_i}]

set non_clock_inputs [all_inputs -no_clocks]
set_input_delay [expr $clk_period * $clk_io_pct] -clock clk0 $non_clock_inputs
set_output_delay [expr $clk_period * $clk_io_pct] -clock clk0 [all_outputs]
```
`./design.v`:
```
module avalon_width_adapter #(
  parameter WIDTH_RATIO        = 2,
  parameter NARROW_IF_BE_W     = 4,   
  parameter WIDE_IF_ADDR_W     = 12,
  parameter SLAVE_ADDR_IS_BYTE = 0,
  parameter WIDE_IF_BE_W      = WIDTH_RATIO * NARROW_IF_BE_W, 
  parameter NARROW_IF_DATA_W  = NARROW_IF_BE_W * 8, 
  parameter WIDE_IF_DATA_W    = WIDTH_RATIO * NARROW_IF_DATA_W, 
  parameter NARROW_IF_ADDR_W  = SLAVE_ADDR_IS_BYTE ? WIDE_IF_ADDR_W : ( WIDE_IF_ADDR_W - $clog2( NARROW_IF_BE_W ) )
) (
  input                                 clk_i,
  input                                 rst_i,
  input  [WIDE_IF_DATA_W-1:0]           wide_writedata_i,
  input  [WIDE_IF_BE_W-1:0]             wide_byteenable_i,
  input                                 wide_write_i,
  input                                 wide_read_i,
  input  [WIDE_IF_ADDR_W-1:0]           wide_address_i,
  output logic [WIDE_IF_DATA_W-1:0]     wide_readdata_o,
  output logic                          wide_waitrequest_o,
  output logic                          wide_datavalid_o,
  output logic [NARROW_IF_DATA_W-1:0]   narrow_writedata_o,
  output logic [NARROW_IF_BE_W-1:0]     narrow_byteenable_o,
  output logic                          narrow_write_o,
  output logic                          narrow_read_o,
  output logic [NARROW_IF_ADDR_W-1:0]   narrow_address_o,
  input [NARROW_IF_DATA_W-1:0]          narrow_readdata_i,
  input                                 narrow_datavalid_i,
  input                                 narrow_waitrequest_i
);
logic read_is_finished[1:0];
logic write_is_finished;
enum logic [2:0] { IDLE_S         = 3'd1,
                   READ_S         = 3'd2,
                   WRITE_S        = 3'd4
                  } state, next_state;
always_ff @( posedge clk_i or posedge rst_i )
  if( rst_i )
    state <= IDLE_S;
  else
    state <= next_state;
always_comb
  begin
    next_state = state;
    case( state )
      IDLE_S:
        begin
          if( wide_read_i )
            next_state = READ_S;
          else  
            if( wide_write_i )
              next_state = WRITE_S;
        end
      READ_S:
        begin
          if( read_is_finished[1] )
            next_state = IDLE_S;
        end
      WRITE_S:
        begin
          if( write_is_finished )
            next_state = IDLE_S;
        end
    endcase
  end
logic [WIDTH_RATIO-1:0][NARROW_IF_DATA_W-1:0]  wide_writedata_d1;
logic [WIDTH_RATIO-1:0][NARROW_IF_BE_W-1:0]    wide_byteenable_d1;
logic [WIDE_IF_ADDR_W-1:0]                     wide_address_d1;
always_ff @( posedge clk_i )
  if( ( state == IDLE_S ) && ( next_state != IDLE_S ) )
    begin
      wide_writedata_d1  <= wide_writedata_i;
      wide_byteenable_d1 <= wide_byteenable_i;
      wide_address_d1    <= wide_address_i;
    end
logic [$clog2(WIDTH_RATIO):0] takt_cnt;
logic [$clog2(WIDTH_RATIO)-1:0] rd_takt_cnt;
always_ff @( posedge clk_i )
  if( next_state == IDLE_S )
    takt_cnt <= '0;
  else
    if( !narrow_waitrequest_i )  
      if( takt_cnt != WIDTH_RATIO )
        takt_cnt <= takt_cnt + 1'd1;
always_ff @( posedge clk_i )
  if( next_state != READ_S )
    rd_takt_cnt <= '0;
  else
    if( narrow_datavalid_i )
      rd_takt_cnt <= rd_takt_cnt + 1'd1;
always_comb
  if( ( state == IDLE_S ) && ( next_state != IDLE_S ) )
    begin
      narrow_writedata_o  = wide_writedata_i[NARROW_IF_DATA_W-1:0];
      narrow_byteenable_o = wide_byteenable_i[NARROW_IF_BE_W-1:0];
    end
  else
    begin
      narrow_writedata_o  = wide_writedata_d1[ takt_cnt ];
      narrow_byteenable_o = wide_byteenable_d1[ takt_cnt ];
    end  
logic [WIDE_IF_ADDR_W-1:0] wide_address_w;
always_comb
  if( ( state == IDLE_S ) && ( next_state != IDLE_S ) )
    wide_address_w = wide_address_i;
  else  
    wide_address_w = wide_address_d1;
generate 
  if( SLAVE_ADDR_IS_BYTE )
    assign narrow_address_o = wide_address_w + ( takt_cnt << $clog2( NARROW_IF_BE_W )  );
  else
    assign narrow_address_o = ( wide_address_w >> $clog2( NARROW_IF_BE_W ) ) + takt_cnt;
endgenerate
assign narrow_write_o = ( next_state == WRITE_S ) || ( state == WRITE_S );
assign narrow_read_o  = ( ( next_state == READ_S  ) || ( state == READ_S  ) ) && ( takt_cnt < WIDTH_RATIO );
assign read_is_finished[0]  = narrow_datavalid_i && ( rd_takt_cnt == WIDTH_RATIO - 1 ) && ( state == READ_S  );
assign write_is_finished    = !narrow_waitrequest_i && ( takt_cnt == WIDTH_RATIO - 1 ) && ( state == WRITE_S );
always_ff @( posedge clk_i )
  read_is_finished[1] <= read_is_finished[0];
logic [WIDTH_RATIO-1:0][NARROW_IF_DATA_W-1:0] wide_readdata;
always_ff @( posedge clk_i )
  wide_readdata[ rd_takt_cnt ] <= narrow_readdata_i;
assign wide_readdata_o    = wide_readdata;
assign wide_datavalid_o   = read_is_finished[1]; 
assign wide_waitrequest_o = ( next_state != IDLE_S ); 
endmodule
```
==> results.tsv <==
stage	metric	value	unit
place	pre-CTS setup slack	6905	ps
route	drt wl/cell	14.86	um
critical_path	CP Data Arrival Time	7860	ps
clock_tree	CTS root buf	clkbuf_16	
floorplanning	# rows	50	
final_layout	most frequent cells in the layout	clkdlybuf4s50_1 (233), edfxtp_1 (136), nor2_1 (44)	
synth	post-synthesis xor/xnor area fraction	0.01944	
synth	EDFF count, synth	136	
final_layout	Final Util	0.4820	
final_layout	commonest non-fill, non-tap cell in the layout	clkdlybuf4s50_1	
synth	# Cells Yosys	373	
pwr	maximum vdd drop	0.08205	mV
route	1st-pass router iterations	5	
critical_path	CP startpoint kind	input port	
synth	top cells, area	edfxtp_1 (70%), mux2i_1 (6.3%), dfxtp_1 (4.8%), a21oi_1 (3.2%), nor2_1 (2.8%)	
clock_tree	CTS Buffer Depth	2	
pwr	pwr dens	138.7	nW/um^2
synth	Chip Area, Yosys	5857	sq um
clock_tree	Post-CTS Resized	0	
clock_tree	postcts setup bufs	0	
floorplanning	die area	20090	sq um
sta	Worst slew margin	0.4997	
clock_tree	Clock Sinks	153	
clock_tree	Latency at later pin	410	ps
sta	Slew Viols, Final	0	
sta	Hold Fails Final Rpt	0	
place	GPL Wtd Cong	0.8566	
critical_path	Worst path slowest cell	clkinv_2	
floorplanning	width of the die	141.7	um
clock_tree	H-tree depth	4	
route	n_diodes	0	
sta	fmax	86.53	MHz
grt	first-pass GRT wire length	20.52	mm
floorplanning	io pins	236	
synth	Synth mux share	0.07669	
job	Tool Warnings	28	
route	Vias per Instance	4.369	
synth	dominant cell type by area after synthesis	edfxtp_1	
final_layout	layout cells sized above 1	0.07778	
clock_tree	CTS Hold Buffers Added	0	
floorplanning	area of the core	18890	sq um
clock_tree	Reg clk slew, reported paths	70	ps
clock_tree	clock buffer count from CTS	17	
critical_path	CP peak stage delay	610	ps
synth	Syn Inst Count	373	
synth	main flop type	edfxtp_1	
place	port bufs	233	
final_layout	logic area	1290	sq um
critical_path	CP dominant cell by count	nand2_1	
synth	Compound Share, Synth	0.04849	
final_layout	Flop area	4442	sq um
sta	fin crit period	11560	ps
place	DP Wirelength	9.367	mm
synth	register share after synthesis	0.7582	
status	outcome	complete, no violations	
critical_path	CP Capture Type	output pin	
synth	Simple-Gate Area Share	0.06238	
grt	initial antenna violation count	0	
critical_path	crit path kind	in -> out	
sta	cycle use final	0.6247	
sta	setup TNS	0	ps
grt	largest net degree at the start of global routing	48	
grt	Tot GR Track Use	0.1385	
final_layout	fill count	1626	
grt	vias in the first global route	3902	
critical_path	CP cell instances	clkdlybuf4s50_1 > nand3b_1 > o2111ai_2 > o21ai_4 > buf_4 > clkinv_2 > nand2_1 > nand2_1 > ha_1 > fa_1 > nand3_1 > nor2_1 > xor2_1 > nand2_1 > o21ai_0 > clkdlybuf4s50_1	
final_layout	synthesis-to-layout area growth	55.48	%
critical_path	CP Max Fanout	47	
sta	unrepaired setup endpoints after global routing	no	
sta	fin worst setup slack	6943	ps
route	drc violations	0	
pwr	Leak Pwr	3.321	nW
route	Routed WL	13.22	mm
sta	Slew @ Worst Pin	741.0	ps
synth	ys async rst share	0.01961	
worst_hold_path	worst hold path class	reg -> reg	
synth	Unique cell types	36	
route	routed vias	3888	
route	DRT antenna net count	0	
synth	Top-area cell share	0.6973	
grt	total gr overflow	0	
synth	Synth Cell Area	5857	sq um
job	maxcap violations	0	
synth	biggest combinational cell group after synthesis	multiplexers	
floorplanning	Init Core Util	0.3100	
synth	Yosys warnings	0	
route	violation tally from detailed-route iteration zero	169	
floorplanning	Die Y-Extent	141.7	um
sta	Final setup viols	0	
synth	Synth flops	153	
sta	clk_skew	6.238	ps
clock_tree	CTS tree	yes	
synth	Syn Area/Cell	15.70	sq um
critical_path	Worst Path Required	14800	ps
synth	Adders+Majority by Area	0.01196	
-- cells in the mapped netlist (all sizes together) (2+ instances only) --
cell and n:
mux2 5, nand2 23, inv 10, nand3 6, xor2 4, edfxtp 136
a21oi 37, nor2b 2, nand3b 2, dfrtp 2, buf 13, nor2 44
o21ai 5, nand4 4, mux2i 38, xnor2 9, dfxtp 14, ha 4
and3 2
-- cells by family after synthesis --
logic type,count (synthesis)
AND-OR/OR-AND,49
AND/OR/NAND/NOR,86
buffers and inverters,24
flip-flops,153
adder cells (fa/ha/maj),5
XOR/XNOR,13
multiplexers,43
-- metal layers --
metal	global-route usage	up-vias	share of wire
li1	-	1875	-
met5	0	-	0
met3	0.05706	11	0.11
met1	0.2002	1804	0.42
met2	0.2123	198	0.46
met4	0.01641	0	0.012
-- final timing paths --
kind | from | endpoint | slack, ps | cells after the start
max in group asynchronous | rst_i | state[0]$_DFF_PP1_ | 14840 | 2
setup reg to reg | takt_cnt[0]$_SDFFE_PP0P_ | wide_writedata_d1[9]$_DFFE_PP_ | 14850 | 8
setup / recovery | wide_read_i | narrow_address_o[8] | 6940 | 16
hold reg to reg | wide_address_d1[2]$_DFF_P_ | wide_address_d1[2]$_DFF_P_ | 460 | 2
hold / removal | wide_address_d1[2]$_DFF_P_ | wide_address_d1[2]$_DFF_P_ | 460 | 2
min in group asynchronous | rst_i | state[2]$_DFF_PP0_ | 3450 | 2
-- worst max-delay path, delay by kind of cell --
family                   cells  cell delay [ps]
buffers and inverters        4             2050
adder cells (fa/ha/maj)      2              690
XOR/XNOR                     1              130
AND-OR/OR-AND                3              440
AND/OR/NAND/NOR              6              760
-- state kept, by name, indices dropped and copies added (netlist names) --
register,cells
rd_takt_cnt,1
state,3
takt_cnt,2
wide_address_d1,10
wide_byteenable_d1,8
wide_datavalid_o,1
wide_readdata_o,64
wide_writedata_d1,64
-- per-stage QoR --
step	total power, mW	instance area [sq um]	hold slack, ps	std cells
final	1.263	9106	462.2	890
after floorplan	0.6400	5857	421.8	373
after global placement	0.9064	8473	459.6	858
after detailed placement	0.9092	8473	442.3	858
after global routing	1.339	9106	493.5	890
after CTS	1.286	9106	462.9	890
-- power by group --
group	internal (mW)	total [mW]	leakage, nW	switching (mW)
combinational	0.256	0.404	1.58	0.148
clock	0.219	0.367	0.311	0.148
sequential	0.465	0.492	1.43	0.0272
total	0.940	1.26	3.32	0.323
-- area by class of cell --
class,count,share of cell area
clock buffer,18,0.04713
clock inverter,14,0.02240
inverter,10,0.004259
multi-input combinational,196,0.1417
sequential,153,0.4878
tap,260,0.03572
timing repair buffer,239,0.2611
Power is estimated from default activity; no workload was simulated.
