`./design.v`:
```
module regfile_with_be #( 
  parameter STAT_CNT = 32, 
  parameter CTRL_CNT = 32, 
  parameter ADDR_W = 7, 
  parameter DATA_W = 8,
  parameter SEL_SR_BY_MSB = 1 
) (
  input                           clk_i,
  input                           rst_i,
  input        [DATA_W-1:0]       data_i,          
  input                           wren_i,          
  input        [1:0]              be_i,            
  input        [ADDR_W-1:0]       addr_i,          
  input        [DATA_W-1:0]       sreg_i [STAT_CNT-1:0], 
  output logic [DATA_W-1:0]       data_o,          
  output logic [DATA_W-1:0]       creg_o [CTRL_CNT-1:0]  
); 
localparam CR_CNT_WIDTH = ( CTRL_CNT == 1 ) ? ( 1 ) : $clog2( CTRL_CNT );
localparam SR_CNT_WIDTH = ( STAT_CNT == 1 ) ? ( 1 ) : $clog2( STAT_CNT );
logic [CR_CNT_WIDTH-1:0] cr_local_addr;
logic [SR_CNT_WIDTH-1:0] sr_local_addr;
logic [DATA_W-1:0] ctrl_regs [CTRL_CNT-1:0]; 
logic status_is_sel;
always_ff @( posedge clk_i, posedge rst_i )
  if( rst_i )
    begin
      int i;
      for( i = 0; i < CTRL_CNT; i++ )
        ctrl_regs[i] <= '0;
    end
  else
    if( wren_i & !status_is_sel )
      case( be_i )
        3'b01:
          ctrl_regs[cr_local_addr][7:0] <= data_i[7:0]; 
        3'b10:
          ctrl_regs[cr_local_addr][15:8] <= data_i[15:8]; 
        3'b11:
          ctrl_regs[cr_local_addr] <= data_i; 
      endcase      
assign status_is_sel = ( SEL_SR_BY_MSB == 1 ) ? ( addr_i[ADDR_W-1]   ) : ( addr_i >= CTRL_CNT       );
assign cr_local_addr = ( SEL_SR_BY_MSB == 1 ) ? ( addr_i[ADDR_W-2:0] ) : ( addr_i[CR_CNT_WIDTH-1:0] );
assign sr_local_addr = ( SEL_SR_BY_MSB == 1 ) ? ( addr_i[ADDR_W-2:0] ) : ( addr_i - CTRL_CNT        );
always_comb
  if( status_is_sel ) 
    data_o = sreg_i[sr_local_addr];    
  else       
    data_o = ctrl_regs[cr_local_addr];
always_comb
  creg_o = ctrl_regs;
endmodule
```
`./run.sh`:
```
#!/bin/bash
# OpenROAD 26Q1-2900-gdf79404cd8, Yosys 0.63+post, stock flow scripts
make -C /OpenROAD-flow-scripts/flow DESIGN_CONFIG=/design/flow/config.mk WORK_HOME=/design/flow/orfs finish
```
`./config.mk`:
```
export PLATFORM = sky130hd
export DESIGN_NAME = regfile_with_be
export DESIGN_NICKNAME = regfile_with_be
export VERILOG_FILES = /design/flow/design.v
export SDC_FILE = /design/flow/constraint.sdc
export NUM_CORES = 4
export LEC_CHECK = 1
export CORE_AREA = 10 10 335 335
export DIE_AREA = 0 0 345 345
export SYNTH_HDL_FRONTEND = slang
```
`./constraint.sdc`:
```
current_design regfile_with_be

set clk_period 4.9
set clk_io_pct 0.2

create_clock -name clk0 -period $clk_period [get_ports {clk_i}]

set non_clock_inputs [all_inputs -no_clocks]
set_input_delay [expr $clk_period * $clk_io_pct] -clock clk0 $non_clock_inputs
set_output_delay [expr $clk_period * $clk_io_pct] -clock clk0 [all_outputs]
```
==> results.py <==
# Auto-generated metrics
metrics = {
    "clocking": {
        "hold_buffers": 0,
        "postCtsSetupRepairBufs": 0,
        "cts_buffer_depth": 3,
        "cts_buffers": 35,
        "clock_latency_ps": 550,
        "clk_pin_slew_worst_paths_ps": 60,
        "cts_root_buffer": "clkbuf_16",
        "clock-sinks": 256,
        "htreeDepth": 2,
        "tritoncts": "done",
    },
    "worst_setup_path": {
        "critPathArrivalTime_ps": 3810,
        "cp-end-kind": "output port",
        "worstSetupPathType": "input pin to output port",
        "crit_top_cell": "clkdlybuf4s50_1",
        "cpMaxStageDelayCell": "clkdlybuf4s50_1",
        "worstSetupStartpointType": "input pin",
        "crit_fanout": 21,
        "cpPeakStageDelay_ps": 600,
        "worstPathCellList": "clkdlybuf4s50_1 > buf_12 > or4b_1 > buf_4 > o22ai_2 > nor3_1 > and4_1 > a21oi_1 > clkdlybuf4s50_1",
        "cp.required_ps": 3920,
    },
    "routing": {
        "via_count": 11350,
        "drc": 0,
        "wl_per_cell_um": 29.14,
        "initialDrtViolationCount": 522,
        "drt_first_pass_iters": 4,
        "avgViaCountPerCell": 3.838,
        "ant_nets": 0,
        "wl_um": 86210,
    },
    "synth": {
        "edf_count": 0,
        "syn_area_sq_um": 13750,
        "ys_cells": 948,
        "ys_seq_elements": 256,
        "synth_seq_share": 0.4658,
        "top_area_frac": 0.4658,
        "postSynthCellCount": 948,
        "synth.largest_area_cell": "dfrtp_1",
        "synth-area-yosys_sq_um": 13750,
        "yosys_warnings": 0,
        "syn_area_per_cell_sq_um": 14.51,
        "synth.area.top_cells": "dfrtp_1 47%, mux2_2 21%, mux4_2 16%",
        "synth_cell_types": 41,
        "synth-main-ff-cell": "dfrtp_1",
        "ys_async_sr_fraction": 1.000,
    },
    "final_layout": {
        "area_delta_synth_final_pct": 63.82,
        "logic_area_sq_um": 7022,
        "utilization": 0.2143,
        "drive_gt1_frac": 0.3464,
        "largest_register_ff_count": 256,
        "final.fill_count": 11220,
        "final_cell_area_sq_um": 22530,
        "seqCellArea_sq_um": 6406,
    },
    "sta": {
        "drv_slew": 0,
        "fin_crit_sh": 0.9772,
        "tightest_slew_ps": 791.3,
        "fin_crit_ps": 4788,
        "max_freq_ghz": 0.2088,
        "rsz0062_at_grt": "false",
        "fin_skew_ps": 0,
        "maxSlewHeadroom": 0.4676,
        "setup_violations": 0,
        "hold_violations": 0,
        "hold-worst-slack_ps": 525.5,
    },
    "die": {
        "rows": 119,
        "die_h_um": 345,
        "fp-utilization": 0.1308,
        "io_pins": 540,
        "die-area_sq_um": 119000,
        "die_w_um": 345,
        "core_area_sq_um": 105100,
    },
    "power_and_ir_drop": {
        "power.total_mw": 6.405,
        "power_density_nw_per_um2": 284.3,
        "p_leak_nw": 9.224,
        "ir_drop_uv": 189.7,
    },
    "place": {
        "placed_area_sq_um": 21270,
        "place.gp.congestion": 0.8204,
        "io_buffer_count": 537,
        "place_hpwl_um": 70120,
    },
    "global_routing": {
        "grt-ovfl-total": 0,
        "grt_max_degree": 93,
        "first_global_vias": 12210,
        "gr-usage-all-layers": 0.1433,
        "grt_pass1_wl_um": 115100,
        "antenna_found_initial": 26,
    },
    "run": {
        "drv_cap": 0,
        "log.warning_count": 28,
    },
    "hold_path": {
        "min_path_type": "flip-flop to flip-flop",
    },
    "outcome": {
        "outcome": "complete, no violations",
    },
}
-- final timing paths --
path                              from          end  slack, ps  depth (start not counted)
min in group asynchronous        rst_i  creg_o[245]        840                          2
max reg2reg                creg_o[103]  creg_o[103]       4080                          1
min reg2reg                creg_o[123]  creg_o[123]        530                          1
max                          addr_i[3]    data_o[3]        110                          9
max in group asynchronous        rst_i  creg_o[213]       3100                          3
min                        creg_o[123]  creg_o[123]        530                          1
-- repair_timing --
| item | 4_1_cts | 5_1_grt |
|---|---|---|
| endpoints found under the hold margin | 0 | 0 |
| resized | 11 | 5 |
| setup endpoints to repair | 6 | 3 |
| gates cloned | 0 | 0 |
| pin swaps | 0 | 0 |
-- cell usage in the layout (no fill, tap or decap), drive strengths merged, types with 2 or more instances in the layout --
| cell type | Yosys | final |
|---|---|---|
| or4b | 3 | 3 |
| bufinv | 0 | 2 |
| clkinvlp | 0 | 3 |
| o21ai | 7 | 7 |
| and3 | 3 | 3 |
| clkinv | 0 | 7 |
| nand3b | 2 | 2 |
| or2 | 2 | 2 |
| dlymetal6s2s | 0 | 2 |
| a21oi | 8 | 8 |
| o22ai | 25 | 25 |
| nor3 | 9 | 9 |
| and3b | 2 | 2 |
| diode | 0 | 14 |
| nor3b | 3 | 3 |
| nor2 | 23 | 23 |
| or3 | 2 | 2 |
| inv | 1 | 7 |
| a22oi | 46 | 46 |
| clkbuf | 35 | 45 |
| nor4 | 7 | 7 |
| and4 | 8 | 8 |
| or4bb | 2 | 2 |
| mux2 | 256 | 256 |
| nand2 | 26 | 26 |
| buf | 50 | 94 |
| clkdlybuf4s50 | 0 | 531 |
| nor2b | 4 | 4 |
| dfrtp | 256 | 256 |
| mux2i | 64 | 64 |
| mux4 | 96 | 96 |
-- per-layer routing --
layer  vias to the layer above  wire (um)  track usage  part of all wire
met5                         -         59            0           0.00068
met4                        10       1642      0.02138             0.019
met3                        83       8390      0.06244             0.097
met2                       470      40370       0.2295              0.47
met1                      5907      35740       0.1822              0.41
li1                       4884          -            -                 -
-- synth_stat cells (all sizes together) (4+ instances only) --
| library cell | instances |
|---|---|
| a21oi | 8 |
| mux4 | 96 |
| and4 | 8 |
| o21ai | 7 |
| nor2 | 23 |
| o22ai | 25 |
| nor2b | 4 |
| dfrtp | 256 |
| clkbuf | 35 |
| mux2 | 256 |
| a22oi | 46 |
| mux2i | 64 |
| nor4 | 7 |
| buf | 50 |
| nand2 | 26 |
| nor3 | 9 |
-- cells by family after synthesis --
group | Yosys count | synth area share
multiplexers | 416 | 0.4134
flip-flops | 256 | 0.4658
AND/OR/NAND/NOR | 102 | 0.04686
buffers and inverters | 86 | 0.03066
AND-OR/OR-AND | 88 | 0.04322
-- stage by stage --
| step | cells | TNS [ps] | worst slack, ps |
|---|---|---|---|
| 5_1_grt | 2947 | 0 | 0.3269 |
| 4_1_cts | 2944 | -153.4 | -66.90 |
| 3_3_place_gp | 2881 | -979.3 | -364.3 |
| 3_5_place_dp | 2881 | -1027 | -380.6 |
| 6_report | 2958 | 0 | 111.8 |
| 2_1_floorplan | 948 | 0 | 548.4 |
-- final cells by class --
cell class,instances,share of cell area
inverter,1,0.0003332
sequential,256,0.2843
multi-input combinational,606,0.3117
clock inverter,18,0.007886
timing repair buffer,627,0.2742
clock buffer,45,0.04276
tap,1391,0.07725
antenna,14,0.001555
-- power breakdown --
part	switching [mW]	leakage [nW]	internal (mW)	total (mW)
Combinational	0.549	5.18	0.834	1.38
Sequential	0.147	3.49	2.29	2.43
Clock	1.07	0.563	1.51	2.59
-- worst max-delay path, delay by kind of cell --
family	cells	cell delay, ps
AND-OR/OR-AND	2	460
buffers and inverters	4	1450
AND/OR/NAND/NOR	3	890
Power figures rest on the tool's default switching activity, not on a simulated workload.
